File: design/flow/config.mk
export PLATFORM = sky130hd
export DESIGN_NAME = pipeLineEntry
export DESIGN_NICKNAME = pipeLineEntry
export VERILOG_FILES = /design/flow/design.v
export SDC_FILE = /design/flow/constraint.sdc
export NUM_CORES = 4
export LEC_CHECK = 1
export CORE_AREA = 10 10 523 523
export DIE_AREA = 0 0 533 533
File: design/flow/constraint.sdc
current_design pipeLineEntry

set clk_period 1.9
set clk_io_pct 0.2

create_clock -name clk0 -period $clk_period [get_ports {BCclk}]

set non_clock_inputs [all_inputs -no_clocks]
set_input_delay [expr $clk_period * $clk_io_pct] -clock clk0 $non_clock_inputs
set_output_delay [expr $clk_period * $clk_io_pct] -clock clk0 [all_outputs]
File: design/flow/design.v
`timescale  1ps /  1ps
`timescale  1ps /  1ps
`timescale 1ns/1ns
module pipeLineEntry(
stripData,maskBits,BCID, BCclk, hrdrstb,mode,pipeLine,diagnostic);
        input [255:0] stripData;
	input [255:0] maskBits;
	input [7:0]BCID;
	input BCclk;
	input hrdrstb;
	input [1:0]mode;
	output [255:0]pipeLine;
	output [255:0]diagnostic;
parameter DATATAKINGMODE = 2'b00;
parameter LOADMASKBITSMODE = 2'b01;
parameter DGNSTCREGLDMODE = 2'b10;
parameter TSTPTRNBCIDMODE = 2'b11;
reg [255:0] maskedStripData;
reg [255:0] pipeLineReg; 
reg [255:0] diagnosticReg;
reg [255:0] maskOrTestReg;
assign pipeLine = pipeLineReg;
assign diagnostic = diagnosticReg;
always@(posedge BCclk or negedge hrdrstb)
	begin
	if (~hrdrstb)
	begin
	maskOrTestReg <= 0;
	maskedStripData <= 0;
	end
	else
	begin
	maskOrTestReg <= maskBits; 
	if (mode == DATATAKINGMODE)
	begin
		maskedStripData <= stripData & (~maskOrTestReg);
		pipeLineReg <= maskedStripData;
	end	
	else if (mode ==LOADMASKBITSMODE)
	   pipeLineReg <= maskOrTestReg;
	else if (mode ==DGNSTCREGLDMODE)
	begin
		diagnosticReg <= pipeLineReg;
	end
	else if (mode == TSTPTRNBCIDMODE)
	pipeLineReg<={BCID[7:0],BCID[7:0],BCID[7:0],BCID[7:0],BCID[7:0],BCID[7:0],BCID[7:0],BCID[7:0],BCID[7:0],BCID[7:0],BCID[7:0],BCID[7:0],BCID[7:0],BCID[7:0],BCID[7:0],BCID[7:0],BCID[7:0],BCID[7:0],BCID[7:0],BCID[7:0],BCID[7:0],BCID[7:0],BCID[7:0],BCID[7:0],BCID[7:0],BCID[7:0],BCID[7:0],BCID[7:0],BCID[7:0],BCID[7:0],BCID[7:0],BCID[7:0]};
	else
	pipeLineReg <= pipeLineReg;
	end
	end
endmodule					
File: design/flow/run.sh
#!/bin/bash
# OpenROAD 26Q1-2900-gdf79404cd8, Yosys 0.63+post, stock flow scripts
make -C /OpenROAD-flow-scripts/flow DESIGN_CONFIG=/design/flow/config.mk WORK_HOME=/design/flow/orfs finish
==> flow_summary.ini <==
; yosys + openroad results
[critical_path]
crit_type = in -> reg
crit_path_top_delay_cell = dlygate4sd3_1
ff2ff_setup_slack_ns = 0.59
crit_path_frequent_cell = buf_16
critPathMaxStageDelay_ns = 0.59
crit_path_cell_trace = dlygate4sd3_1 -> buf_8 -> buf_16 -> buf_16 -> or2_4 -> buf_12 -> buf_16 -> o21ai_0
cp-end-kind = flop
worstPathArrival_ns = 2.62
crit_start = mode[0]
timing.rr.end = pipeLineReg[217]$_DFFE_PP_
crit_required_ns = 2.56
reg2reg_from = maskOrTestReg[217]$_DFF_PN0_
r2r_cells = 2
cp-start-kind = primary input
worstPathMaxFanout = 37

[pwr]
p_comb_share_pct = 11.6
p_per_area_nw_per_um2 = 901
power_frac_seq_pct = 46.8
ir_worst_vdd_mv = 0.752
fin_total_pwr_uw = 55200
swShare_pct = 24.0
p_clk_share_pct = 41.6
intPower_uw = 42000
power_switching_uw = 13200
leakage_uw = 0.0238

[worst_hold_path]
whs_path_depth = 1
min_to = maskOrTestReg[163]$_DFF_PN0_
hp-start = maskBits[163]
hold_path_class = in -> reg

[grt]
grt-ovfl-total = 0
grt_max_degree = 105
grt_first_pass_wirelength_mm = 255
grt_pass1_vias = 28700
antenna_found_initial = 146
grt_use_total_pct = 13.3

[sta]
hold_viol = 0
setup_ws_ns = -0.0647
finalCritPeriodShare_pct = 103
rsz0062_at_grt = true
fin_crit_ns = 1.96
tightest_slew_ns = 0.688
skew_ns = 0.0720
setup_viol_count_final = 23
fmax_mhz = 509
slew_violations = 0
max_slew_margin_pct = 54.1
holdWs_ns = 0.0928

[synth]
ys_cells = 2474
syn_inst = 2474
ys_seq_share_pct = 71.0
ys_top_cells_by_area = edfxtp_1 (39%), dfrtp_1 (32%), mux2_2 (9.2%), mux2_4 (6.8%), o21ai_0 (6.2%)
top_area_cell = edfxtp_1
yosys_area_sq_um = 39700
yosys_warnings = 1
syn_avg_cell_area_sq_um = 16.1
netlist_area_sq_um = 39700
synthDistinctLibCells = 17
top_cell_area_share_pct = 38.7
ys_seq_elements = 1024

[drt]
wl_per_cell_microns = 25.3
drc = 0
via_per_inst = 3.58
drt-total-wl_mm = 191
first_pass_iters = 5
first_iter_violations = 1780
final_antenna_net_count = 0
num_vias = 27000

[placement]
numPortBuffers = 1035
place_hpwl_mm = 150
place_congestion = 0.913

[clocking]
cts-root-buf = clkbuf_16
htree_levels = 3
path_clk_slew_ns = 0.06
ctsLongestPathBuffers = 3
cts.sinks = 1024
clock_latency_ns = 0.78
cts_tree = built
cts_buffers = 117

[cells_and_area]
area_delta_synth_final_pct = 54.2
fillers = 27200
mostFrequentLayoutCells = edfxtp_1 (512), clkdlybuf4s50_1 (512), dfrtp_1 (512)
combGateArea_sq_um = 10600
final-seq-area_sq_um = 28200
drive_gt1_share_pct = 26.4

[run_status]
violations = negative setup slack
status = complete, but fails checks

[floorplan]
coreArea_sq_um = 262000
rows = 188
fp-utilization_pct = 15.2
die_area_sq_um = 284000
pin_count = 1036
die_h_microns = 533
die_w_microns = 533

[flow_run]
warnings = 35
max-cap-violations = 0
[cells in the mapped netlist]
master,number
mux2_4,180
buf_6,23
buf_1,4
buf_2,13
and3_1,1
clkbuf_1,101
mux2_2,324
o21ai_0,490
nand2b_1,256
edfxtp_1,512
buf_4,25
or2_1,1
o21ai_1,22
mux2_1,8
a21boi_0,1
inv_1,1
dfrtp_1,512
[power groups by stage]
stage | registers, uW | clock network, uW | logic [uW]
4_1_cts | 25800 | 23700 | 6570
5_1_grt | 26000 | 24500 | 6980
6_report | 25800 | 22900 | 6420
[stage by stage]
step	worst slack (ns)	TNS, ns	instances	util (%)	cell area [sq um]
3_3_place_gp	-0.0825	-13.20	6977	21.1	55200
3_5_place_dp	-0.113	-15.97	6977	21.1	55200
6_report	-0.0647	-0.428	7543	23.4	61200
4_1_cts	-0.239	-1.09	7484	23.3	61000
5_1_grt	-0.0821	-0.469	7518	23.3	61200
2_1_floorplan	-3.73	-1638.04	2474	-	39800
[worst max-delay path by stage]
stage                                     end  slack (ns)  cells past startpoint
finish        maskedStripData[62]$_DFFE_PN0N_       -0.06                      8
global route                    pipeLine[218]       -0.08                      1
CTS                              pipeLine[99]       -0.24                      1
[critical path, delay by kind of cell]
family	cells	cell delay, ns
AND/OR/NAND/NOR	1	0.35
AND-OR/OR-AND	1	0.27
buffers and inverters	6	1.44
[logic make-up (layout without fill, tap and decap cells)]
group	Yosys count	in the layout	synth area share [%]
AND-OR/OR-AND	513	513	6.47
buffers and inverters	167	1669	2.29
flip-flops	1024	1024	71.0
multiplexers	512	512	16.2
other	0	52	0
AND/OR/NAND/NOR	258	258	4.06
[sequential cells by signal, summed over array words and instances (netlist names)]
register / count
diagnosticReg: 256
maskedStripData: 256
maskOrTestReg: 256
pipeLineReg: 256
[routing by layer]
layer  part of all wire [%]  vias up  GRT usage [%]
met5                   0.32        -          0.366
met4                    3.6       72           3.34
met3                     11      367           6.15
met2                     48     1300           21.9
met1                     37    13400           16.0
li1                       -    11900              -
[repair_timing]
action | CTS | global route
gates resized | 1048 | 33
endpoints found under the setup margin | 510 | 49
hold endpoints to repair | 370 | 0
setup buffers | 61 | 6
hold buffers | 222 | 0
pin swaps | 0 | 1
gates cloned | 0 | 1
[final cells by class]
| cell class | instances | area share [%] |
|---|---|---|
| Antenna cell | 52 | 0.212 |
| Clock buffer | 170 | 5.43 |
| Clock inverter | 54 | 0.995 |
| Inverter | 1 | 0.0102 |
| Multi-Input combinational cell | 1283 | 17.4 |
| Sequential cell | 1024 | 46.0 |
| Tap cell | 3515 | 7.18 |
| Timing Repair Buffer | 1444 | 22.8 |
