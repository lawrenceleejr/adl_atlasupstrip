==> /design/flow/design.v <==
`timescale  1ps /  1ps
`timescale  1ps /  1ps
`timescale 1ns/1ps
module RAM_80x8 (BC, FWriteStrob,
		FWriteAddress,
		DataIn,
		FReadStrob,
		FReadAddress,
		Dout );
input BC, FWriteStrob, FReadStrob;
input[7-1:0] FWriteAddress, FReadAddress;
input[8-1:0] DataIn;
output[8-1:0] Dout;
wire [(85*8)-1:0] data_bus;
wire [(85-1):0] we;
assign  we = (2 ** FWriteAddress) & {85{FWriteStrob}}; 
assign  Dout = data_bus[(8*FReadAddress)+:8];
genvar nreg;
generate
for (nreg = 0; nreg<85; nreg=nreg+1)
begin: ram_gen
		regF ramA(.CK(BC),
		.WR(we[nreg]),
		.D(DataIn),
		.Q(data_bus[(8*nreg)+7:8*nreg])
		);
end
		endgenerate
endmodule
`timescale 1ns/1ps
module regF(CK, WR, D, Q);
output  [8-1:0] Q;
input   [8-1:0] D;
input                          CK, WR;
reg     [8-1:0] Q;
always @ (posedge CK) begin
   if ( WR ) Q <= D;
   end
endmodule
==> /design/flow/run.sh <==
#!/bin/bash
# OpenROAD 26Q1-2900-gdf79404cd8, Yosys 0.63+post, stock flow scripts
make -C /OpenROAD-flow-scripts/flow DESIGN_CONFIG=/design/flow/config.mk WORK_HOME=/design/flow/orfs finish
==> /design/flow/config.mk <==
export PLATFORM = sky130hd
export DESIGN_NAME = RAM_80x8
export DESIGN_NICKNAME = RAM_80x8
export VERILOG_FILES = /design/flow/design.v
export SDC_FILE = /design/flow/constraint.sdc
export NUM_CORES = 4
export LEC_CHECK = 1
export CORE_UTILIZATION = 30
==> /design/flow/constraint.sdc <==
current_design RAM_80x8

set clk_period 4.0
set clk_io_pct 0.2

create_clock -name clk0 -period $clk_period [get_ports {BC}]

set non_clock_inputs [all_inputs -no_clocks]
set_input_delay [expr $clk_period * $clk_io_pct] -clock clk0 $non_clock_inputs
set_output_delay [expr $clk_period * $clk_io_pct] -clock clk0 [all_outputs]
==> flow_metrics.env <==
# yosys + openroad results
export IMPL_route_detailed_vias_per_inst=4.897
export IMPL_router_iterations_before_antenna_repair=11
export IMPL_dpl_instance_area_mm2=0.02960
export IMPL_cts_root_buffer="clkbuf_16"
export IMPL_postCtsHoldBufs=0
export IMPL_synthesis_yosys_warnings=1
export IMPL_critPathTopFamily="buffers and inverters"
export IMPL_yosys_area_mm2=0.02695
export IMPL_detailed_place_hpwl_um=39820
export IMPL_critPathKind="primary input to output pin"
export IMPL_die_size_x_um=301.7
export IMPL_floorplan_die_height_um=301.7
export IMPL_syn_instance_count=1405
export IMPL_final_max_slew_violation_count=0
export IMPL_synth_stat_cells=1405
export IMPL_clock_tree_from_tritoncts="done"
export IMPL_tool_warning_count=27
export IMPL_layout_filler_cells=7975
export IMPL_port_buffer_count=31
export IMPL_status="finished, final reports clean"
export IMPL_layout_min_cycle_time_ns=3.999
export IMPL_path_max_fanout=7
export IMPL_cp_slowest_stage_delay_ns=0.49
export IMPL_final_antenna_net_count=0
export IMPL_clock_fmax_ghz=0.2501
export IMPL_finalNonFillerCells=2812
export IMPL_routed_via_count=13770
export IMPL_max_flop_register="ram_gen.ramA.Q"
export IMPL_crit_path_top_delay_cell="mux4_2"
export IMPL_timing_max_slew_rel_slack_pct=35.68
export IMPL_wire_length_of_the_first_global_routing_pass_um=94430
export IMPL_drt_wirelength_per_cell_um=22.50
export IMPL_post_route_period_util_pct=99.97
export IMPL_dp_cells=2677
export IMPL_cts_max_level=3
export IMPL_postSynthSeqShare_pct=75.77
export IMPL_postSynthAreaPerCell_um2=19.18
export IMPL_detail_route_drc_violations=0
export IMPL_critPathArrivalTime_ns=3.20
export IMPL_synth_cell_area_mm2=0.02695
export IMPL_timing_max_cap_violations=0
export IMPL_hold_slack_ns=0.6080
export IMPL_postLayoutCoreUtil_pct=36.75
export IMPL_largest_register_ff_count=680
export IMPL_antenna_violations_before_repair=3
export IMPL_unrepaired_setup_endpoints_after_global_routing="true"
export IMPL_numCtsBuffers=68
export IMPL_finalSetupViolations=0
export IMPL_cts_reportedPaths_clkPinSlew_ns=0.06
export IMPL_start_kind="primary input"
export IMPL_irDropWorstVdd_mv=0.2746
export IMPL_power_w=0.01497
export IMPL_design_portCount=33
export IMPL_dieArea_mm2=0.09104
export IMPL_timing_worst_slew_pin_value_ns=0.9612
export IMPL_report_final_hold_viol_count=0
export IMPL_cellLeakagePower_nw=10.68
export IMPL_detail_route_wirelength_um=63270
export IMPL_path_common_cell="buf_4"
export IMPL_clockBufferDepth=3
export IMPL_number_of_global_route_vias_before_repair=14953
export IMPL_timing_critical_path_to_type="output pin"
export IMPL_timing_critical_path_required_ns=3.20
export IMPL_rows=109
export IMPL_drt_iter0_markers=869
export IMPL_gpl_final_weighted_congestion=0.9097
export IMPL_netlist_top_cell_by_area="edfxtp_1"
export IMPL_power_per_cell_area_mw_per_mm2=459.3
export IMPL_grt_max_degree=74
export IMPL_grt_usage_pct=15.17
export IMPL_postSynthRegisterBits=680
export IMPL_netlist_cell_type_count=41
export IMPL_largestRegisters="ram_gen.ramA.Q (680)"
export IMPL_syn2layout_area_growth_pct=20.90
export IMPL_floorplan_core_area_mm2=0.08865
export IMPL_post_synth_main_area_contributors="edfxtp_1 76%, mux2i_1 6.5%, mux4_2 5.9%, mux4_1 1.9%, nor2_1 1.5%"
export IMPL_netlist_area_leader_share_pct=75.77
export IMPL_grt_overflow_total=0
export IMPL_critical_path_cell_chain="buf_16 -> buf_12 -> buf_4 -> mux4_2 -> mux4_2 -> a2bb2oi_2 -> buf_4 -> o32ai_2 -> buf_4 -> clkdlybuf4s50_1"
export IMPL_cts_sink_count=680
export IMPL_finish_instance_area_mm2=0.03258
export IMPL_holdCritPathClass="primary input to register"
export IMPL_timing_critical_path_buf_inv=6
export IMPL_layout_drive_gt1_share_pct=26.32
export IMPL_floorplan_initialDensity_pct=30.40
==> what timing repair did <==
| action | in CTS | in global routing |
|---|---|---|
| endpoints found under the setup margin | 8 | 8 |
| resized | 86 | 31 |
| endpoints found under the hold margin | 0 | 0 |
| gates cloned | 8 | 1 |
| buffers inserted | 3 | 0 |
| pin swaps | 9 | 14 |
==> final cells by class <==
cell class	instances	area [um2]	area share (%)
clock buffer	83	1800	5.526
inverter	2	11.26	0.03456
tap	1165	1458	4.474
timing repair buffer	199	2111	6.478
clock inverter	38	346.6	1.064
antenna	2	5.005	0.01536
multi-input combinational	643	6430	19.74
sequential	680	20420	62.67
==> where the power goes <==
| group | total, W | internal, W | switching [W] |
|---|---|---|---|
| registers | 0.00787 | 0.00787 | 0.00000565 |
| clock network | 0.00612 | 0.00354 | 0.00258 |
| logic | 0.000978 | 0.000417 | 0.000561 |
| total | 0.0150 | 0.0118 | 0.00314 |
==> placed cells by master, fill, tap and decap left out, types with 14 or more instances in the layout <==
master / count
nor2_1: 106
buf_4: 133
clkinv_1: 16
clkbuf_16: 71
a21oi_1: 23
nor3_1: 15
nand3_1: 17
edfxtp_1: 680
mux4_2: 77
nand2_1: 30
nor2b_1: 23
buf_12: 19
mux4_1: 14
a22oi_1: 28
mux2i_1: 172
a22oi_2: 14
o21ai_0: 14
clkdlybuf4s50_1: 17
==> cell usage after synthesis <==
| cell | number |
|---|---|
| nor3b_1 | 2 |
| nand2_1 | 31 |
| clkinv_1 | 2 |
| o21ai_0 | 16 |
| and3_1 | 1 |
| or3b_2 | 3 |
| buf_12 | 2 |
| mux2i_1 | 174 |
| mux2_2 | 1 |
| and2_0 | 1 |
| or2_2 | 2 |
| a211oi_1 | 16 |
| nand2b_1 | 4 |
| and3b_1 | 2 |
| a2bb2oi_1 | 8 |
| or3_1 | 1 |
| nand3_1 | 17 |
| nor2b_1 | 26 |
| a31oi_1 | 14 |
| o311a_1 | 14 |
| buf_2 | 10 |
| buf_8 | 2 |
| clkbuf_1 | 30 |
| o22ai_1 | 14 |
| mux4_1 | 20 |
| mux4_2 | 71 |
| edfxtp_1 | 680 |
| dlymetal6s2s_1 | 1 |
| o41ai_1 | 1 |
| buf_6 | 15 |
| buf_1 | 5 |
| a22oi_1 | 42 |
| o32ai_1 | 8 |
| nor2_1 | 109 |
| nor3_1 | 17 |
| buf_4 | 12 |
| clkbuf_4 | 1 |
| and2_1 | 1 |
| clkbuf_2 | 2 |
| a21oi_1 | 23 |
| nand3b_1 | 4 |
==> stage by stage <==
stage	setup WS (ns)	TNS (ns)
3_3_place_gp	-0.2200	-1.391
5_1_grt	-0.04642	-0.1686
4_1_cts	0.001103	0
2_1_floorplan	0.7728	0
6_report	0.001157	0
3_5_place_dp	-0.2267	-1.488
==> final timing paths <==
kind                       startpoint                     to  slack [ns]  depth (start not counted)
worst max-delay path  FReadAddress[0]                Dout[3]       0.001                         10
worst min-delay path        DataIn[4]  ram_gen[78].ramA.Q[4]        0.61                          1
==> layer usage <==
layer	track usage [%]	share of wire (%)	up-vias
li1	-	-	6124
met1	18.52	36	6830
met2	22.24	46	708
met3	11.38	16	102
met4	2.742	2.1	6
met5	0.4658	0.13	-
==> cells by family after synthesis <==
logic type	share of synthesized area (%)
flip-flops	75.77
multiplexers	14.39
AND/OR/NAND/NOR	3.747
AND-OR/OR-AND	4.062
buffers and inverters	2.034
Power is estimated from default activity; no workload was simulated.
